==> flow/design.v <==
`timescale 1ns / 1ps
module horizontal_counter(clk_25mhz, v_counter_trigger, h_counter);
input clk_25mhz;
output reg v_counter_trigger;
output reg [15:0] h_counter = 0;
always @(posedge clk_25mhz)
begin
  if(h_counter  < 799) 
    begin
      h_counter <= h_counter + 1;
      v_counter_trigger <= 0;
    end
  else 
    begin
      h_counter <= 0;
      v_counter_trigger <= 1;
    end
end
endmodule
==> flow/run.sh <==
#!/bin/bash
# OpenROAD 26Q1-2900-gdf79404cd8, Yosys 0.63+post, stock flow scripts
make -C /OpenROAD-flow-scripts/flow DESIGN_CONFIG=/design/flow/config.mk WORK_HOME=/design/flow/orfs finish
==> flow/config.mk <==
export PLATFORM = sky130hd
export DESIGN_NAME = horizontal_counter
export DESIGN_NICKNAME = horizontal_counter
export VERILOG_FILES = /design/flow/design.v
export SDC_FILE = /design/flow/constraint.sdc
export NUM_CORES = 4
export LEC_CHECK = 1
export CORE_AREA = 10 10 83 83
export DIE_AREA = 0 0 93 93
==> flow/constraint.sdc <==
current_design horizontal_counter

set clk_period 3.3
set clk_io_pct 0.2

create_clock -name clk0 -period $clk_period [get_ports {clk_25mhz}]

set non_clock_inputs [all_inputs -no_clocks]
set_input_delay [expr $clk_period * $clk_io_pct] -clock clk0 $non_clock_inputs
set_output_delay [expr $clk_period * $clk_io_pct] -clock clk0 [all_outputs]
==> results.sh <==
# source this file to load flow results
export IMPL_finalSetupViolations=0
export IMPL_fin_crit_sh=0.573
export IMPL_initial_core_util=0.118
export IMPL_max_freq_mhz=528
export IMPL_fp_coreArea_um2=5140
export IMPL_ir_drop_mv=0.128
export IMPL_cts_hold_buffers=0
export IMPL_warnings=25
export IMPL_viasPerCell=3.15
export IMPL_io_pins=18
export IMPL_dieArea_um2=8650
export IMPL_path_buffers=1
export IMPL_synth_cell_type_count=24
export IMPL_p_total_uw=375
export IMPL_critPathArrivalTime_ps=2020
export IMPL_fin_crit_ps=1890
export IMPL_syn_to_final_growth_pct=53.4
export IMPL_hold_end="h_counter[9]"
export IMPL_p_per_area_nw_per_um2=403
export IMPL_status="complete, no violations"
export IMPL_reg2reg_depth=5
export IMPL_gr_total_overflow=0
export IMPL_reg2reg_slack_ps=1410
export IMPL_cts_sinks=17
export IMPL_postCtsSetupBuffers=0
export IMPL_endpoint_kind="flop"
export IMPL_critPathSlowestCell="a211oi_1"
export IMPL_tns_ps=0
export IMPL_cp_max_fo=6
export IMPL_io_buffers=17
export IMPL_yosys_warnings=1
export IMPL_syn_area_per_cell_um2=10.3
export IMPL_cp_required_ps=3430
export IMPL_clk_pin_slew_ps=70
export IMPL_r2r_start="h_counter[0]"
export IMPL_cp_top_family="AND-OR/OR-AND gates"
export IMPL_clk_path_buf_depth=2
export IMPL_synth_cell_area_um2=607
export IMPL_cts_root_buf="clkbuf_8"
export IMPL_die_w_um=93
export IMPL_drtPass1Iterations=3
export IMPL_clk_latency_ps=250
export IMPL_final_cells=154
export IMPL_worst_slew_pin_slew_ps=716
export IMPL_yosys_cells=59
export IMPL_cts_buffers=3
export IMPL_vias=485
export IMPL_syn_inst=59
export IMPL_cts_resized_gates=0
export IMPL_drtAntennaViolNets=0
export IMPL_finalHoldViolations=0
export IMPL_maxSlewViolCount=0
export IMPL_diodes=0
export IMPL_drt_iter0_drc=6
export IMPL_max_slew_margin=0.520
export IMPL_antenna_found_initial=0
export IMPL_worst_setup_path_type="flop to flop"
export IMPL_maxCapViolCount=0
export IMPL_ys_seq_share=0.561
export IMPL_leakagePower_nw=0.282
export IMPL_synth_flops=17
export IMPL_worstHoldPathCells=2
export IMPL_drc_errors=0
export IMPL_rows=26
export IMPL_startpoint_type="flop"
export IMPL_ys_area_um2=607
export IMPL_dp_hpwl_mm=1.10
export IMPL_grt_pass1_vias=500
export IMPL_min_path_type="flop to flop"
export IMPL_grt_usage=0.0327
export IMPL_wl_per_cell_um=8.90
export IMPL_gp_congestion=0.677
export IMPL_drt_wl_total_mm=1.37
export IMPL_grt_max_degree=12
export IMPL_die_h_um=93
export IMPL_drive_above_1_share=0.119
export IMPL_cts_tree="yes"
export IMPL_path_cells="ha_1 -> nand4_1 -> a211oi_1 -> buf_4 -> nor3_1"
export IMPL_r2r_end="h_counter[4]"
export IMPL_skew_ps=10.3
export IMPL_cpPeakStageDelay_ps=640
export IMPL_h_tree_depth=1
export IMPL_placed_cells=150
export IMPL_holdCritStartpoint="h_counter[9]"
export IMPL_grt_first_pass_wirelength_mm=2.35
export IMPL_grt_setup_unrepaired="no"
worst max-delay path by stage:
stage / startpoint / to / slack, ps / cells after the start
final: h_counter[0] / h_counter[4] / 1410 / 5
after global routing: h_counter[0] / h_counter[2] / 1230 / 5
after CTS: h_counter[0] / h_counter[4] / 1390 / 5
synthesized netlist by cell type (all sizes together):
cell type  instances  area share
nand3              4       0.041
buf                1      0.0082
nor3               5       0.041
nor4               1       0.010
o21ai              3       0.025
nor2               1      0.0062
clkbuf             1      0.0062
ha                 1       0.021
or4                2       0.025
o31ai              1       0.012
nand2              3       0.019
conb               1      0.0062
or3                3       0.033
dfxtp             17        0.56
nor3b              1       0.012
nand4              1       0.010
or2                1       0.010
xor2               2       0.029
xnor2              1       0.014
inv                3       0.019
a211oi             6       0.091
worst reg2reg max path, cell delays in order (launching register included):
cell and delay [ps]:
dfxtp_1 400, ha_1 230, nand4_1 180, a211oi_1 640
buf_4 270, nor3_1 60
layout make-up:
cell class | instances | area, um2
Clock buffer | 3 | 41.3
Clock inverter | 1 | 7.51
Fill cell | 605 | 4210
Inverter | 3 | 11.3
Multi-Input combinational cell | 42 | 265
Sequential cell | 17 | 340
Tap cell | 70 | 87.6
Timing Repair Buffer | 18 | 178
cells by family after synthesis:
kind of cell	Yosys count	synth area share
AND/OR/NAND/NOR	22	0.208
adder cells (fa/ha/maj)	1	0.0206
AND-OR/OR-AND	10	0.128
buffers and inverters	5	0.0330
other	1	0.00618
XOR/XNOR	3	0.0433
flip-flops	17	0.561
metal layers:
metal / global-route usage / part of all wire
met1: 0.0384 / 0.44
met2: 0.0543 / 0.47
met3: 0.0145 / 0.071
met4: 0.00643 / 0.013
met5: 0 / 0
through the flow:
stage	hold WS [ps]	util	instance area, um2	setup slack, ps
global placement	491	0.172	882	1480
floorplan	452	-	626	1940
finish	498	0.181	931	1410
CTS	505	0.181	931	1390
global route	537	0.181	931	1230
detailed placement	490	0.172	882	1400
power breakdown:
| part | switching [mW] | internal, mW |
|---|---|---|
| clock | 0.0703 | 0.0848 |
| combinational | 0.00181 | 0.00679 |
| sequential | 0.00192 | 0.209 |
cells in the final DEF (no fill, tap or decap), types with 3 or more instances in the layout:
cell type / Yosys / layout
a211oi_1: 4 / 4
inv_1: 3 / 3
dfxtp_1: 17 / 17
conb_1: 1 / 6
clkdlybuf4s50_1: 0 / 17
clkbuf_8: 0 / 3
nand3_1: 3 / 3
nand2_1: 3 / 3
o21ai_0: 3 / 3
nor3_1: 5 / 5
flip-flops by register name, indices dropped and copies added, names as in the netlist:
signal             flops
h_counter             16
v_counter_trigger      1
Power and IR drop assume default switching activity.
