[./constraint.sdc]
current_design vertical_counter

set clk_period 1.9
set clk_io_pct 0.2

create_clock -name clk0 -period $clk_period [get_ports {clk_25mhz}]

set non_clock_inputs [all_inputs -no_clocks]
set_input_delay [expr $clk_period * $clk_io_pct] -clock clk0 $non_clock_inputs
set_output_delay [expr $clk_period * $clk_io_pct] -clock clk0 [all_outputs]
[./design.v]
`timescale 1ns / 1ps
module vertical_counter(clk_25mhz, v_counter_trigger, v_counter);
input clk_25mhz;
input v_counter_trigger;
output reg [15:0] v_counter = 0;
always @(posedge clk_25mhz)
begin
  if(v_counter_trigger == 1'b1) 
  begin
    if(v_counter < 524)
      v_counter <= v_counter + 1;
    else
      v_counter = 0;
  end
end
endmodule
[./run.sh]
#!/bin/bash
# OpenROAD 26Q1-2900-gdf79404cd8, Yosys 0.63+post, stock flow scripts
make -C /OpenROAD-flow-scripts/flow DESIGN_CONFIG=/design/flow/config.mk WORK_HOME=/design/flow/orfs finish
[./config.mk]
export PLATFORM = sky130hd
export DESIGN_NAME = vertical_counter
export DESIGN_NICKNAME = vertical_counter
export VERILOG_FILES = /design/flow/design.v
export SDC_FILE = /design/flow/constraint.sdc
export NUM_CORES = 4
export LEC_CHECK = 1
export CORE_AREA = 10 10 92 92
export DIE_AREA = 0 0 102 102
==> impl_results.html <==
<h3>Flow metrics</h3>
<table>
<tr><th>Metric</th><th>Value</th></tr>
<tr><th colspan="2">Worst hold path</th></tr>
<tr><td>Hold crit path type</td><td>reg2reg</td></tr>
<tr><td>Number of stages on the worst hold path</td><td>1</td></tr>
<tr><th colspan="2">Pwr</th></tr>
<tr><td>Power Internal</td><td>0.5905 mW</td></tr>
<tr><td>Post-layout total power</td><td>0.7387 mW</td></tr>
<tr><td>Reported net switching power</td><td>0.1482 mW</td></tr>
<tr><td>Part of the total power dissipated in the clock network</td><td>33.7%</td></tr>
<tr><td>Net switching share of the total power</td><td>20.06%</td></tr>
<tr><td>Total power divided by cell area</td><td>669.4 nW/um2</td></tr>
<tr><td>Leak</td><td>0.3324 nW</td></tr>
<tr><td>Peak supply drop</td><td>0.4856 mV</td></tr>
<tr><td>Sequential Power Share</td><td>57.6%</td></tr>
<tr><td>Logic gate share of total power</td><td>8.7%</td></tr>
<tr><th colspan="2">Logic synthesis</th></tr>
<tr><td>Ys flop type</td><td>edfxtp_1</td></tr>
<tr><td>Top cell type by instance count after synthesis</td><td>edfxtp_1</td></tr>
<tr><td>Number of flops mapped to enable cells by yosys</td><td>16</td></tr>
<tr><td>Mean cell area of the mapped netlist</td><td>13.92 um2</td></tr>
<tr><td>Synth area leaders</td><td>edfxtp_1 63%, a211oi_2 8.2%, or3_1 4.1%, nor3_1 2.6%, o21ai_0 2.6%</td></tr>
<tr><td>Netlist area before placement</td><td>765.7 um2</td></tr>
<tr><td>Synthesis Warnings</td><td>1</td></tr>
<tr><td>Distinct lib cells</td><td>21</td></tr>
<tr><td>YS chip area</td><td>765.7 um2</td></tr>
<tr><td>Registers, synthesis</td><td>16</td></tr>
<tr><td>Share of flip-flops with an asynchronous set or reset after synthesis</td><td>0%</td></tr>
<tr><td>Number of standard cells after synthesis</td><td>55</td></tr>
<tr><td>Sequential element share of the synthesized area</td><td>62.75%</td></tr>
<tr><td>Count of instantiated cells in the yosys netlist</td><td>55</td></tr>
<tr><td>Synth top area share</td><td>62.75%</td></tr>
<tr><td>Most instantiated cells after synthesis</td><td>16 x edfxtp_1, 5 x a211oi_2, 5 x or3_1</td></tr>
<tr><td>Biggest area consumer among synthesized cells</td><td>edfxtp_1</td></tr>
<tr><th colspan="2">Route</th></tr>
<tr><td>Final antenna diode count</td><td>0</td></tr>
<tr><td>First-pass detailed-route iteration total</td><td>4</td></tr>
<tr><td>Overall routed net length</td><td>1728 um</td></tr>
<tr><td>Average wire per standard cell</td><td>10.87 um</td></tr>
<tr><td>Vias per std cell</td><td>3.390</td></tr>
<tr><td>Drt first-iter violations</td><td>32</td></tr>
<tr><td>Final ANT Viol Nets</td><td>0</td></tr>
<tr><td>DRC Markers</td><td>0</td></tr>
<tr><td>Total via count in the routed design</td><td>539</td></tr>
<tr><th colspan="2">Worst setup path</th></tr>
<tr><td>Crit path launch type</td><td>register</td></tr>
<tr><td>Critical path's top delay family</td><td>buffers and inverters</td></tr>
<tr><td>Critical Path Sink Type</td><td>output pin</td></tr>
<tr><td>Required time of the critical path</td><td>1.52 ns</td></tr>
<tr><td>Buf+Inv Stages, Crit Path</td><td>1</td></tr>
<tr><td>Critical Path, Cell by Cell</td><td>clkdlybuf4s50_1</td></tr>
<tr><td>Slowest stage delay, CP</td><td>0.55 ns</td></tr>
<tr><td>Number of cells on the worst reg-to-reg path</td><td>4</td></tr>
<tr><td>R2r setup slk</td><td>0.37 ns</td></tr>
<tr><td>Cell count along the critical path</td><td>1</td></tr>
<tr><td>Crit path kind</td><td>reg2out</td></tr>
<tr><td>Cell type of the slowest stage on the worst timing path</td><td>clkdlybuf4s50_1</td></tr>
<tr><td>Crit Path Max Fanout</td><td>6</td></tr>
<tr><td>CP Data Arrival Time</td><td>1.26 ns</td></tr>
<tr><th colspan="2">STA</th></tr>
<tr><td>Setup violators final</td><td>0</td></tr>
<tr><td>Final tally of hold violations</td><td>0</td></tr>
<tr><td>Setup repair after global routing missed its margin</td><td>false</td></tr>
<tr><td>Final Skew</td><td>0.003720 ns</td></tr>
<tr><td>Maximum clock frequency</td><td>608.8 MHz</td></tr>
<tr><td>Min cycle time layout</td><td>1.642 ns</td></tr>
<tr><td>Fin Setup TNS</td><td>0 ns</td></tr>
<tr><td>Post-route clock period utilization</td><td>86.45%</td></tr>
<tr><td>Number of max-slew violations in the final report</td><td>0</td></tr>
<tr><th colspan="2">Die</th></tr>
<tr><td>Core Density at Floorplan</td><td>11.86%</td></tr>
<tr><td>Core area</td><td>6459 um2</td></tr>
<tr><td>Site row count</td><td>29</td></tr>
<tr><td>IO Count</td><td>18</td></tr>
<tr><td>Die x size</td><td>102 um</td></tr>
<tr><td>Die outline height</td><td>102 um</td></tr>
<tr><td>Die outline area</td><td>10,400 um2</td></tr>
<tr><th colspan="2">Finish</th></tr>
<tr><td>Largest register FFs</td><td>16</td></tr>
<tr><td>Layout Area Growth over Synthesis</td><td>44.12%</td></tr>
<tr><td>Leading registers by flop count</td><td>v_counter (16)</td></tr>
<tr><td>Multi-input gate area</td><td>292.8 um2</td></tr>
<tr><td>Share of post-route cells with drive strength above 1</td><td>15.85%</td></tr>
<tr><td>Layout fillers</td><td>701</td></tr>
<tr><td>Area of all sequential standard cells</td><td>480.5 um2</td></tr>
<tr><td>Largest register by flop count</td><td>v_counter</td></tr>
<tr><th colspan="2">Clock tree</th></tr>
<tr><td>Clock tree from TritonCTS</td><td>built</td></tr>
<tr><td>CTS hold repair buffers</td><td>0</td></tr>
<tr><td>Clock buffer depth</td><td>2</td></tr>
<tr><td>Setup Buffers After CTS</td><td>0</td></tr>
<tr><td>Worst-skew pair later-pin latency</td><td>0.24 ns</td></tr>
<tr><td>CTS H-Tree Depth</td><td>1</td></tr>
<tr><td>Clock tree root buffer cell</td><td>clkbuf_8</td></tr>
<tr><td>Clk pin slew, worst setup/hold paths</td><td>0.06 ns</td></tr>
<tr><td>CTS sink cnt</td><td>16</td></tr>
<tr><td>Post-cts resize count</td><td>0</td></tr>
<tr><td>Number of buffers inserted during clock tree synthesis</td><td>3</td></tr>
<tr><th colspan="2">Global route</th></tr>
<tr><td>Wire length of the first global-routing pass</td><td>2691 um</td></tr>
<tr><td>Gr ovfl total</td><td>0</td></tr>
<tr><td>Via count of the first global-routing pass</td><td>520</td></tr>
<tr><td>Initial antenna violation count</td><td>0</td></tr>
<tr><td>Total global routing track utilization</td><td>3.333%</td></tr>
<tr><td>Largest net degree at the start of global routing</td><td>15</td></tr>
<tr><th colspan="2">Run</th></tr>
<tr><td>Number of violations of the max-capacitance limit</td><td>0</td></tr>
<tr><td>Count of tool warnings</td><td>25</td></tr>
<tr><th colspan="2">Status</th></tr>
<tr><td>Result of the run</td><td>complete, no violations</td></tr>
<tr><th colspan="2">Placed design</th></tr>
<tr><td>Port-buffer cells</td><td>17</td></tr>
<tr><td>Sum of net half-perimeters after detailed placement</td><td>1303 um</td></tr>
<tr><td>Routability congestion estimate from global placement</td><td>0.7842</td></tr>
</table>
==> worst reg2reg max path, delay by kind of cell (launching register included) <==
| family | cells | cell delay, ns |
|---|---|---|
| AOI/OAI and AO/OA | 1 | 0.21 |
| and+or+nand+nor | 2 | 0.48 |
| adders and majority gates | 1 | 0.24 |
| DFF | 1 | 0.44 |
==> layout by cell type (no fill, tap or decap), drive strengths merged, types with 3 or more instances in the layout <==
| cell type | netlist | routed |
|---|---|---|
| clkdlybuf4s50 | 0 | 17 |
| edfxtp | 16 | 16 |
| conb | 1 | 6 |
| or3 | 5 | 5 |
| a211oi | 5 | 5 |
| nor3 | 4 | 4 |
| o21ai | 4 | 4 |
| inv | 3 | 3 |
| clkbuf | 0 | 3 |
| nand3 | 3 | 3 |
==> per-layer routing <==
layer	wire (um)	part of all wire [%]	vias up	global-route usage [%]
li1	-	-	267	-
met2	708	41	15	4.691
met5	0	0	-	0
met3	208	12	2	2.590
met1	799	46	255	4.096
met4	12	0.69	0	0.3254
==> final cells by class <==
type                            instances  share of cell area [%]
Sequential cell                        16                   43.54
Multi-Input combinational cell         41                   26.53
Timing Repair Buffer                   18                   16.10
Tap cell                               77                   8.730
Clock buffer                            3                   3.741
Inverter                                3                   1.020
Clock inverter                          1                  0.3401
==> cell families after synthesis <==
kind of cell / after synthesis / share of synthesized area [%]
compound gates: 11 / 13.56
xor+xnor: 3 / 3.432
fa+ha+maj: 1 / 1.634
flops: 16 / 62.74
simple gates: 20 / 16.67
other cells: 1 / 0.4897
buf+inv: 3 / 1.470
==> power by group through the flow <==
| stage | sequential, mW | clock, mW | combinational, mW |
|---|---|---|---|
| CTS | 0.426 | 0.257 | 0.0667 |
| finish | 0.425 | 0.249 | 0.0643 |
| global route | 0.428 | 0.278 | 0.0727 |
==> final timing paths <==
check                from            to
min reg2reg  v_counter[0]  v_counter[0]
max          v_counter[2]  v_counter[2]
min          v_counter[0]  v_counter[0]
max reg2reg  v_counter[0]  v_counter[8]
==> through the flow <==
stage / instances / cell area (um2) / hold WS (ns) / setup slack, ns / utilization [%]
after floorplan: 60 / 784.5 / 0.4925 / 0.5246 / -
after global placement: 155 / 1059 / 0.6841 / 0.3964 / 16.39
after detailed placement: 155 / 1059 / 0.6977 / 0.3768 / 16.39
after CTS: 159 / 1104 / 0.7063 / 0.2422 / 17.09
after global routing: 159 / 1104 / 0.7260 / 0.1833 / 17.09
final: 159 / 1104 / 0.6920 / 0.2575 / 17.09
Power figures rest on the tool's default switching activity, not on a simulated workload.
